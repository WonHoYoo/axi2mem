## /design/flow/design.v

```verilog
interface AXI_BUS
#(
    parameter AXI_ADDR_WIDTH = 32,
    parameter AXI_DATA_WIDTH = 64,
    parameter AXI_ID_WIDTH   = 10,
    parameter AXI_USER_WIDTH = 6
);
  localparam AXI_STRB_WIDTH = AXI_DATA_WIDTH/8;
  logic [AXI_ADDR_WIDTH-1:0] aw_addr;
  logic [2:0]                aw_prot;
  logic [3:0]                aw_region;
  logic [7:0]                aw_len;
  logic [2:0]                aw_size;
  logic [1:0]                aw_burst;
  logic                      aw_lock;
  logic [3:0]                aw_cache;
  logic [3:0]                aw_qos;
  logic [AXI_ID_WIDTH-1:0]   aw_id;
  logic [AXI_USER_WIDTH-1:0] aw_user;
  logic                      aw_ready;
  logic                      aw_valid;
  logic [AXI_ADDR_WIDTH-1:0] ar_addr;
  logic [2:0]                ar_prot;
  logic [3:0]                ar_region;
  logic [7:0]                ar_len;
  logic [2:0]                ar_size;
  logic [1:0]                ar_burst;
  logic                      ar_lock;
  logic [3:0]                ar_cache;
  logic [3:0]                ar_qos;
  logic [AXI_ID_WIDTH-1:0]   ar_id;
  logic [AXI_USER_WIDTH-1:0] ar_user;
  logic                      ar_ready;
  logic                      ar_valid;
  logic                      w_valid;
  logic [AXI_DATA_WIDTH-1:0] w_data;
  logic [AXI_STRB_WIDTH-1:0] w_strb;
  logic [AXI_USER_WIDTH-1:0] w_user;
  logic                      w_last;
  logic                      w_ready;
  logic [AXI_DATA_WIDTH-1:0] r_data;
  logic [1:0]                r_resp;
  logic                      r_last;
  logic [AXI_ID_WIDTH-1:0]   r_id;
  logic [AXI_USER_WIDTH-1:0] r_user;
  logic                      r_ready;
  logic                      r_valid;
  logic [1:0]                b_resp;
  logic [AXI_ID_WIDTH-1:0]   b_id;
  logic [AXI_USER_WIDTH-1:0] b_user;
  logic                      b_ready;
  logic                      b_valid;
  modport Master
  (
    output aw_valid, output aw_addr, output aw_prot, output aw_region,
    output aw_len, output aw_size, output aw_burst, output aw_lock,
    output aw_cache, output aw_qos, output aw_id, output aw_user,
    input aw_ready,
    output ar_valid, output ar_addr, output ar_prot, output ar_region,
    output ar_len, output ar_size, output ar_burst, output ar_lock,
    output ar_cache, output ar_qos, output ar_id, output ar_user,
    input ar_ready,
    output w_valid, output w_data, output w_strb,  output w_user, output w_last,
    input w_ready,
    input r_valid, input r_data, input r_resp, input r_last, input r_id, input r_user,
    output r_ready,
    input b_valid, input b_resp, input b_id, input b_user,
    output b_ready
  );
  modport Slave
  (
    input aw_valid, input aw_addr, input aw_prot, input aw_region,
    input aw_len, input aw_size, input aw_burst, input aw_lock,
    input aw_cache, input aw_qos, input aw_id, input aw_user,
    output aw_ready,
    input ar_valid, input ar_addr, input ar_prot, input ar_region,
    input ar_len, input ar_size, input ar_burst, input ar_lock,
    input ar_cache, input ar_qos, input ar_id, input ar_user,
    output ar_ready,
    input w_valid, input w_data, input w_strb, input w_user, input w_last,
    output w_ready,
    output r_valid, output r_data, output r_resp, output r_last, output r_id, output r_user,
    input r_ready,
    output b_valid, output b_resp, output b_id, output b_user,
    input b_ready
  );
endinterface
module sp_ram
  #(
    parameter ADDR_WIDTH = 8,
    parameter DATA_WIDTH = 32,
    parameter NUM_WORDS  = 256
  )(
    input  logic                    clk,
    input  logic                    en_i,
    input  logic [ADDR_WIDTH-1:0]   addr_i,
    input  logic [DATA_WIDTH-1:0]   wdata_i,
    output logic [DATA_WIDTH-1:0]   rdata_o,
    input  logic                    we_i,
    input  logic [DATA_WIDTH/8-1:0] be_i
  );
  localparam words = NUM_WORDS/(DATA_WIDTH/8);
  logic [DATA_WIDTH/8-1:0][7:0] mem[words];
  logic [DATA_WIDTH/8-1:0][7:0] wdata;
  logic [ADDR_WIDTH-1-$clog2(DATA_WIDTH/8):0] addr;
  integer i;
  assign addr = addr_i[ADDR_WIDTH-1:$clog2(DATA_WIDTH/8)];
  always @(posedge clk)
  begin
    if (en_i && we_i)
    begin
      for (i = 0; i < DATA_WIDTH/8; i++) begin
        if (be_i[i])
          mem[addr][i] <= wdata[i];
      end
    end
    rdata_o <= mem[addr];
  end
  genvar w;
  generate for(w = 0; w < DATA_WIDTH/8; w++)
    begin
      assign wdata[w] = wdata_i[(w+1)*8-1:w*8];
    end
  endgenerate
endmodule
```

## /design/flow/run.sh

```bash
#!/bin/bash
# OpenROAD 26Q1-2900-gdf79404cd8, Yosys 0.63+post, stock flow scripts
make -C /OpenROAD-flow-scripts/flow DESIGN_CONFIG=/design/flow/config.mk WORK_HOME=/design/flow/orfs finish
```

## /design/flow/config.mk

```make
export PLATFORM = sky130hd
export DESIGN_NAME = sp_ram
export DESIGN_NICKNAME = sp_ram
export VERILOG_FILES = /design/flow/design.v
export SDC_FILE = /design/flow/constraint.sdc
export NUM_CORES = 4
export LEC_CHECK = 1
export CORE_UTILIZATION = 30
```

## /design/flow/constraint.sdc

```tcl
current_design sp_ram

set clk_period 25.0
set clk_io_pct 0.2

create_clock -name clk0 -period $clk_period [get_ports {clk}]

set non_clock_inputs [all_inputs -no_clocks]
set_input_delay [expr $clk_period * $clk_io_pct] -clock clk0 $non_clock_inputs
set_output_delay [expr $clk_period * $clk_io_pct] -clock clk0 [all_outputs]
```

==> summary.txt <==
impl run done, here's what came out: status complete, no violations, critical path startpoint addr_i[3], Setup Viol. Count Final 0, yosys warns 1, GRT Resource Usage Total 18.9%, Comb power frac 5.4%, first-iteration detailed-routing DRC count 3290, vias in the first global route 46592, antenna violations before repair 28, Fin Clk Skew 0.0357 ns, CP dominant cell by count buf_4, flop2flop setup slack 22.41 ns, largest stage delay on the critical path 1.10 ns, area grow syn2layout 14.0%, Setup TNS Final 0 ns, post-route core utilization 34.4%, clock latency (worst-skew pair) 0.84 ns, clock sink total 2080, # IOs 79, clk buf depth 3, Async SR Flop Fraction 0%, FF-to-FF End rdata_o[30]$_DFF_P_, internal power 5.57 mW, sw power 1.55 mW, Tot Pwr 7.12 mW, vias per cell 5.24, Final Non-Filler Cells 8450, Clk pin slew, worst setup/hold paths 0.06 ns, CORE AREA 265000 um^2, hold-fix buffers at CTS 0, fin crit share 37.2%, Yosys chip area 79900 um^2, Max VDD drop 0.0699 mV, Worst path depth 9, htree depth 4, Inst Count DP 8060, dpl hpwl 148 mm, CP required 25.45 ns, Floorplan Utilization 30.2%, Post-synth EDFFs 2048, FF-to-FF path depth 5, CP Capture Type register, leakage 28.0 nW, maxcap violations 0, CP top delay family simple AND/OR/NAND/NOR gates, Avg WL per Cell 28.1 um, sw frac 21.7%, final hold violation count 0, Syn Inst Count 4596, DRC 0, Chip Area 268000 um^2, Die Span Y 518 um, Clk pwr share 40.5%, post-CTS setup buffer count 0, Post-synth seq share 77.8%, Dominant flop cell edfxtp_1, number of buffers and inverters on the critical path 5, routability congestion estimate 0.908, Avg Inst Size Synth 17.4 um^2, Flops after synth 2080, largest net degree at the start of global routing 76, CP arrival 9.76 ns, critical path type primary input to register, drt pass-1 iters 6, routed via count 44293, post-cts resize count 0, CP max FO 75, Worst Hold Class register to register, area of the mapped netlist 79900 um^2, PD cells 78.2 nW/um^2, total CTS buffers 200, RSZ-0062 raised after global routing false, first-pass GRT wire length 338 mm, relative slew slack 19.2%, worst-path cell chain buf_8 -> buf_4 -> or2b_2 -> buf_4 -> nor2_4 -> buf_4 -> buf_4 -> nand2_1 -> nor2_1, CTS tree built, critical path startpoint category primary input, Unique cell types 60, # rows 189, final wirelength 238 mm, worst setup path endpoint mem[53][7]$_DFFE_PP_, Final Critical Period 9.31 ns, yosys cell count 4596, Chip Width 518 um, Port Buffer Count 76, gr ovfl total 0, Slowest cell on crit path nor2_1, root buf cell clkbuf_16, worst r2r src mem[47][30]$_DFFE_PP_, Max Freq 107 MHz, Routed Antenna Nets 0, Seq pwr share 54.2%, layout cells sized above 1 14.5%, Slew @ Worst Pin 1.21 ns, tool warning count 28, Final Slew Violations 0
[final cells by class]
| cell class | count | area (um^2) |
|---|---|---|
| Multi-Input combinational cell | 2185 | 16200 |
| Timing Repair Buffer | 258 | 2010 |
| Clock inverter | 99 | 841 |
| Tap cell | 3533 | 4420 |
| Sequential cell | 2080 | 62100 |
| Antenna cell | 24 | 60.1 |
| Inverter | 4 | 17.5 |
| Clock buffer | 267 | 5370 |
| Fill cell | 24538 | 174000 |
[cells in the mapped netlist, types with 36 or more instances]
| master | instances | area, um^2 |
|---|---|---|
| edfxtp_1 | 2048 | 61500 |
| a31oi_1 | 54 | 338 |
| nor2_1 | 401 | 1510 |
| a22oi_1 | 281 | 2110 |
| buf_2 | 115 | 576 |
| mux2i_1 | 287 | 2870 |
| clkbuf_1 | 128 | 480 |
| nand2_1 | 127 | 477 |
| a21oi_1 | 182 | 911 |
| a221oi_1 | 178 | 1560 |
| o22ai_1 | 113 | 707 |
| o21ai_0 | 100 | 500 |
| mux4_2 | 66 | 1490 |
| mux2_2 | 114 | 1280 |
| o221ai_1 | 36 | 315 |
[worst min-delay path by stage]
stage / from / to / slack, ns / depth (start not counted)
CTS: mem[12][4]$_DFFE_PP_ / rdata_o[4]$_DFF_P_ / 0.70 / 4
global route: mem[12][4]$_DFFE_PP_ / rdata_o[4]$_DFF_P_ / 0.73 / 4
finish: mem[16][4]$_DFFE_PP_ / rdata_o[4]$_DFF_P_ / 0.69 / 4
[power groups by stage]
stage	clock (mW)	sequential, mW	combinational (mW)
4_1_cts	2.92	3.86	0.379
6_report	2.88	3.86	0.381
5_1_grt	3.04	3.85	0.405
[metrics by stage]
step / instance area [um^2] / hold WS, ns / setup slack (ns)
global route: 91000 / 0.729 / 15.66
global placement: 84700 / 0.685 / 15.00
finish: 91000 / 0.693 / 15.69
floorplan: 79900 / 0.548 / 17.98
detailed placement: 84700 / 0.673 / 14.95
CTS: 91000 / 0.698 / 15.86
[per-layer routing]
layer  GRT usage [%]  part of all wire (%)
met5            2.76                  0.40
met1            19.6                    32
met2            27.3                    45
met4            7.68                   5.2
met3            15.6                    18
[worst min-delay path: cells and delay by family, from the launching register on]
kind             cells  cell delay (ns)
AND/OR/NAND/NOR      2             0.14
flip-flops           1             0.32
AND-OR/OR-AND        2             0.19
[sequential cells by signal, summed over array words and instances (netlist names)]
signal and count:
rdata_o 32, mem 2048
[layout by cell type (no fill, tap or decap), types with 11 or more instances in the layout]
master	synthesis	routed
nand3_1	25	21
o22ai_1	113	113
mux2_1	15	15
clkbuf_16	0	202
mux4_2	66	66
clkinv_1	1	51
clkbuf_1	128	58
mux2_2	114	114
dfxtp_1	32	32
buf_4	32	180
a221oi_2	15	15
buf_2	115	32
o21ai_1	19	19
o221ai_1	36	36
clkdlybuf4s50_1	0	41
a22oi_1	281	281
a222oi_1	15	15
nor4_1	14	14
edfxtp_1	2048	2048
bufinv_16	0	11
nor2_1	401	394
a211oi_1	16	16
a221oi_1	178	178
a22o_1	29	29
o2111ai_1	14	14
a31oi_1	54	54
nand2_1	127	127
mux2i_1	287	287
a21oi_1	182	182
diode_2	0	24
o2bb2ai_1	14	14
o21ai_0	100	100
nand4_1	17	17
clkinv_2	0	24
[logic make-up (layout without fill, tap and decap cells)]
logic type,after synthesis,after routing,synth area share [%]
AND/OR/NAND/NOR,626,626,3.24
multiplexers,482,482,7.28
AND-OR/OR-AND,1077,1077,9.55
other,0,24,0
flip-flops,2080,2080,77.8
buffers and inverters,331,628,2.12
Power and IR drop assume default switching activity.
